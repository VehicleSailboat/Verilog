$ cat ./design.v
module lab4(
input CLOCK_50,
input [9:0] SW,
output reg [6:0] HEX0,HEX1,HEX2,HEX3,
output [9:0] LEDR,
output [7:0] LEDG
);
initial
begin
end
reg [1:0] state=2'b00;
wire reset,a,b,c;
reg [2:0] reset_sync,a_sync,b_sync,c_sync;
always @(posedge CLOCK_50) 
begin
	reset_sync[0] <= SW[0];
	reset_sync[1] <= reset_sync[0];
	reset_sync[2] <= reset_sync[1];
end
assign reset = (~reset_sync[2] & reset_sync[1]);
always @(posedge CLOCK_50) 
begin
	a_sync[0] <= SW[1];
	a_sync[1] <= a_sync[0];
	a_sync[2] <= a_sync[1];
end
assign a = (~a_sync[2] & a_sync[1]);
always @(posedge CLOCK_50) 
begin
	b_sync[0] <= SW[2];
	b_sync[1] <= b_sync[0];
	b_sync[2] <= b_sync[1];
end
assign b = (~b_sync[2] & b_sync[1]);
always @(posedge CLOCK_50) 
begin
	c_sync[0] <= SW[3];
	c_sync[1] <= c_sync[0];
	c_sync[2] <= c_sync[1];
end
assign c = (~c_sync[2] & c_sync[1]);
always @(posedge CLOCK_50 or posedge reset) 
begin
	if(reset) state<=2'b00;
	else 
	begin
		case(state)
			2'b00:  
					begin
						if(c) begin state<=2'b01; end
					end
			2'b01:  
					begin
						if(a) begin state<=2'b10; end
					end
			2'b10:  
					begin
						if(a) begin state<=2'b11; end
						else if(b) begin state<=2'b00;  end
						else if(c) begin state<=2'b01;  end
					end
			2'b11:  
					begin
						if(b) begin state<=2'b10; end
					end
		endcase
	end
end
always @(*) 
begin
	case (state)
		2'h0: 
			begin
				HEX0 = 7'b1111001; 
				HEX1 = 7'b1111001; 
				HEX2 = 7'b1111001; 
				HEX3 = 7'b1111001; 
			end
		2'h1: 
			begin	
				HEX0 = 7'b0100100; 
				HEX1 = 7'b0100100; 
				HEX2 = 7'b0100100; 
				HEX3 = 7'b0100100; 
			end
		2'h2: 
			begin
				HEX0 = 7'b0110000; 
				HEX1 = 7'b0110000; 
				HEX2 = 7'b0110000; 
				HEX3 = 7'b0110000; 
			end	
		2'h3: 
			begin
				HEX0 = 7'b0011001; 
				HEX1 = 7'b0011001; 
				HEX2 = 7'b0011001; 
				HEX3 = 7'b0011001; 
			end
		default: HEX0 = 7'b1111111;
	endcase
end
reg state_change=0;
reg [1:0] state1=2'b00;
always @(posedge CLOCK_50)
begin
	if(state1==state) state_change<=0;
	else
		begin
			state_change<=1;
			state1<=state;
		end
end
reg blinkout=0;
reg [22:0] blink_counter = 23'd0;
always @(posedge CLOCK_50)
begin
	if(blink)
		begin
			if(blink_counter==23'd5000000) 
				begin
					blinkout <= 1;
					blink_counter <= 23'd0;
				end
			else 
				begin
					blink_counter <= blink_counter + 1;
					blinkout <=0;
				end
		end
end
reg blink=0;
always @(posedge CLOCK_50)
begin
	if(state_change) blink<=1;
	else if (blinkout) blink<=0;
end
reg [22:0] change_counter=23'd0;
always @(posedge CLOCK_50)
begin
	if(change_counter==23'd12500000) change_counter<=0;
	else change_counter<=change_counter+1;
end
reg [9:0] RED=10'd5;
reg [7:0] GREEN=8'd4;
always @(posedge CLOCK_50)
begin
	if(change_counter==23'd12500000)
		begin
			RED   <= {RED[8:0], RED[9]};
			GREEN <= {GREEN[6:0], GREEN[7]};
		end
end
wire [9:0] red_blink;
wire [7:0] green_blink;
assign green_blink = blink ? (8'b11111111) : (8'b00000000);
assign red_blink = blink ? (10'b1111111111) : (10'b0000000000);
assign LEDR = red_blink|RED;
assign LEDG = green_blink|GREEN;
endmodule
$ cat ./run.sh
#!/bin/bash
# OpenROAD 26Q1-2900-gdf79404cd8, Yosys 0.63+post, stock flow scripts
make -C /OpenROAD-flow-scripts/flow DESIGN_CONFIG=/design/flow/config.mk WORK_HOME=/design/flow/orfs finish
$ cat ./config.mk
export PLATFORM = sky130hd
export DESIGN_NAME = lab4
export DESIGN_NICKNAME = lab4
export VERILOG_FILES = /design/flow/design.v
export SDC_FILE = /design/flow/constraint.sdc
export NUM_CORES = 4
export LEC_CHECK = 1
export CORE_UTILIZATION = 40
$ cat ./constraint.sdc
current_design lab4

set clk_period 2.9
set clk_io_pct 0.2

create_clock -name clk0 -period $clk_period [get_ports {CLOCK_50}]

set non_clock_inputs [all_inputs -no_clocks]
set_input_delay [expr $clk_period * $clk_io_pct] -clock clk0 $non_clock_inputs
set_output_delay [expr $clk_period * $clk_io_pct] -clock clk0 [all_outputs]
==> out/metrics.yaml <==
clock_network:
  cts_tree: "done"
  postCtsSetupRepairBufs: 0
  path_clk_slew_ns: 0.09
  root_buffer: "clkbuf_8"
  h-tree-depth: 3
  clkSinkCount: 83
  clk_latency_ns: 0.35
  clockBufferDepth: 2
  cts_resized: 0
  ctsHoldBuffers: 0
  numCtsBuffers: 9
pwr:
  power.internal_mw: 2.55
  cellLeakagePower_nw: 1.67
  pwr-share-clk: 0.255
  switching_share: 0.279
  power.net_switching_mw: 0.986
  power_density_nw_per_um2: 803
  power_frac_seq: 0.501
  irDropWorstVdd_v: 0.000332
  power_frac_comb: 0.244
die:
  die_w_um: 98.7
  io_pins: 57
  dieArea_sq_um: 9740
  coreArea_sq_um: 8890
  initCoreUtil: 0.421
  die_h_um: 98.7
  rows: 34
synthesis:
  ys_area_sq_um: 3740
  ys_warn_count: 3
  ys_cells: 330
  netlist_area_sq_um: 3740
  edf_count: 44
  top_cell: "edfxtp_1"
  ys_ff: 83
  netlist.area_leader.share: 0.353
  largest_area_cell: "edfxtp_1"
  synth_top_flop_cell: "edfxtp_1"
  async_reset_ff_frac: 0.0241
  synthDistinctLibCells: 42
  ys_top_cells_by_area: "edfxtp_1, dfxtp_1, xnor2_1"
  common_cells: "edfxtp_1, dfxtp_1, buf_4"
  yosysSeqAreaShare: 0.565
  synth_cells: 330
  syn_area_per_cell_sq_um: 11.3
detailed_routing:
  wl_um: 6060
  detail_route.vias_per_cell: 4.92
  antenna_left: 0
  drtIter0Drc: 60
  num_vias: 2351
  n_antenna_cell: 0
  post_drt_wl_per_cell_um: 12.7
  drt_pass1_iterations: 4
  detail_route.drc_violations: 0
run:
  drv_cap: 0
  warnings: 38
layout:
  final_cells: 478
  final_cell_area_sq_um: 4410
  finish.utilization: 0.496
  layout-drive-gt1-share: 0.124
  syn_to_final_growth_pct: 17.8
global_route:
  grt_pass1_vias: 2145
  grt_first_pass_wirelength_um: 10000
  grt_usage: 0.133
  grt-ovfl-total: 0
  antenna_found_initial: 0
  grt_max_degree: 27
worst_setup_path:
  path_max_fanout: 8
  worstPathRequired_ns: 2.32
  cp-end-kind: "output pin"
  crit_arrival_ns: 1.92
  start_kind: "flop"
  crit_start: "state[0]"
  r2r.worst_path.cells: 5
  critPathKind: "flop to output pin"
  r2r_slack_ns: 0.68
  worst_r2r_endpoint: "blink_counter[22]"
  rr_startpoint: "blink_counter[0]"
timing:
  rsz0062_at_grt: "false"
  hold_viol_final: 0
  worstMarginPinSlew_ns: 0.837
  finClkSkew_ns: 0.00934
  setup_tns_ns: 0
  slew_viol_final: 0
  fmax_mhz: 400
  relSlewSlack: 0.437
  setup_violations: 0
  timing.final.crit_share: 0.862
  fin_crit_ns: 2.50
placement:
  portBuffers: 46
  dp.cells: 462
  gp_congestion: 0.807
  placed_area_sq_um: 4180
  dpl.hpwl_um: 4160
worst_hold_path:
  hold_path_class: "flop to asynchronous set/reset pin"
run_status:
  outcome: "complete, no violations"
## metrics by stage
| stage | worst slack [ns] | power (mW) | hold WS, ns |
|---|---|---|---|
| final | 0.401 | 3.54 | 0.0837 |
| after global routing | 0.235 | 3.78 | 0.109 |
| after floorplan | 1.03 | 2.38 | 0.0489 |
| after global placement | 0.777 | 2.66 | 0.0724 |
| after CTS | 0.349 | 3.59 | 0.0924 |
| after detailed placement | 0.744 | 2.68 | 0.0774 |
## area by class of cell
class	instances	area (sq um)
clock buffers	10	149
clock inverters	6	76.3
fillers	773	4480
inverters	16	60.1
multi-input cells	205	1380
flip-flops and latches	83	2110
well taps	108	135
repair buffers	50	490
## registers in the layout, indices dropped and copies added, names as in the netlist
name and flops:
GREEN 8, reset_sync 3, blink_counter 23, state_change 1
b_sync 3, blinkout 1, a_sync 3, c_sync 3
state1 2, change_counter 23, blink 1, RED 10
state 2
## layer usage
layer  wire length, um  vias to the layer above  global-route usage
met4                60                        0              0.0172
met2              2790                       21               0.200
met5                 0                        -                   0
met1              3000                     1113               0.209
met3               212                        5              0.0361
li1                  -                     1212                   -
## power by group through the flow
stage         Combinational [mW]  Sequential (mW)  Clock [mW]
finish                     0.862             1.77       0.903
global route               0.978             1.82       0.983
CTS                        0.878             1.78       0.931
## worst max path at each step
stage     depth (start not counted)  slack (ns)       to
4_1_cts                           4        0.35  HEX0[3]
5_1_grt                           4        0.23  HEX3[0]
6_report                          4        0.40  HEX0[3]
## layout by cell type, fill, tap and decap left out, drive strengths merged, types with 2 or more instances in the layout
| cell type | count |
|---|---|
| nor3 | 6 |
| clkdlybuf4s50 | 46 |
| nand2 | 10 |
| edfxtp | 44 |
| inv | 20 |
| nand3 | 16 |
| xnor2 | 22 |
| and2 | 4 |
| and4 | 5 |
| dfxtp | 37 |
| xor2 | 12 |
| nor2 | 20 |
| a21oi | 10 |
| clkbuf | 10 |
| o21ai | 10 |
| nand2b | 3 |
| or3 | 6 |
| nor4b | 4 |
| ha | 10 |
| or2 | 18 |
| or4 | 2 |
| nor4 | 5 |
| conb | 4 |
| a31o | 2 |
| buf | 4 |
| mux2i | 3 |
| nor2b | 4 |
| dfrtp | 2 |
| and3 | 7 |
| nand4 | 15 |
## worst max-delay path, cell delays in order, from the launching register on
cell	delay, ns
dfrtp_1	0.51
inv_1	0.11
ha_1	0.30
inv_1	0.16
clkdlybuf4s50_1	0.50
## logic make-up (layout without fill, tap and decap cells)
family	count (synthesis)	count (layout)	synth area share
AND-OR/OR-AND	27	27	0.0422
XOR/XNOR	34	34	0.0796
other	1	4	0.00100
adder cells (fa/ha/maj)	10	10	0.0335
flip-flops	83	83	0.565
AND/OR/NAND/NOR	127	127	0.202
buffers and inverters	45	82	0.0689
multiplexers	3	3	0.00803
Power figures rest on the tool's default switching activity, not on a simulated workload.
