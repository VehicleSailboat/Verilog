==> flow/design.v <==
module lab3(
	input CLOCK_50,
	input  [2:0] KEY,
	input [9:0] SW,
	output reg [6:0] HEX0,HEX1, HEX2, HEX3,
	output [9:0] LEDR
);
wire start_stop,reset,mytask;
reg [2:0] start_stop_sync, mytask_sync, reset_sync=0;
always @(posedge CLOCK_50) 
begin
	start_stop_sync[0] <= KEY[0];
	start_stop_sync[1] <= start_stop_sync[0];
	start_stop_sync[2] <= start_stop_sync[1];
end
assign start_stop = (~start_stop_sync[2] & start_stop_sync[1]);
always @(posedge CLOCK_50) 
begin
	mytask_sync[0] <= KEY[1];
	mytask_sync[1] <= mytask_sync[0];
	mytask_sync[2] <= mytask_sync[1];
end
assign mytask = (~mytask_sync[2] & mytask_sync[1]);
always @(posedge CLOCK_50) 
begin
	reset_sync[0] <= KEY[2];
	reset_sync[1] <= reset_sync[0];
	reset_sync[2] <= reset_sync[1];
end
assign reset = (~reset_sync[2] & reset_sync[1]);
wire count=SW[9];
wire device_running=SW[8];
reg [18:0] pulse_counter = 19'd0;
wire hundredth_of_second_passed = count?(pulse_counter == 19'd499999):(pulse_counter == 19'd0);
always @(posedge CLOCK_50 or posedge reset) 
begin
	if (reset) pulse_counter <= 0; 
	else if(count)
			begin
				if ( device_running | hundredth_of_second_passed)
					if (hundredth_of_second_passed) pulse_counter <= 0;
					else pulse_counter <= pulse_counter + 1;
			end
			else
			begin
				if ( device_running | hundredth_of_second_passed)
					if (hundredth_of_second_passed) pulse_counter <= 19'd499999;
					else pulse_counter <= pulse_counter - 1;		
			end
end
reg [3:0] hundredths_counter = 4'd0;
wire tenth_of_second_passed =count?((hundredths_counter == 4'd9) & hundredth_of_second_passed):((hundredths_counter == 4'd0) & hundredth_of_second_passed);
always @(posedge CLOCK_50 or posedge reset) 
begin
	if (reset) hundredths_counter <= 0;
	else if(count)
		begin
		if (hundredth_of_second_passed)
			if (tenth_of_second_passed) hundredths_counter <= 0;
			else hundredths_counter <= hundredths_counter + 1;
		end
	else if(~count)
		begin
		if (hundredth_of_second_passed)
			if (tenth_of_second_passed) hundredths_counter <= 9;
			else hundredths_counter <= hundredths_counter - 1;
		end
end
reg [3:0] tenths_counter = 4'd0;
wire second_passed = count ? ((tenths_counter == 4'd9) & tenth_of_second_passed) : ((tenths_counter == 4'd0) & tenth_of_second_passed);
always @(posedge CLOCK_50 or posedge reset) 
begin
	if (reset) tenths_counter <= 0;
	else if(count)
			begin
				if (tenth_of_second_passed)
					if (second_passed) tenths_counter <= 0;
					else tenths_counter <= tenths_counter + 1;
			end
			else if(~count)
			begin
				if (tenth_of_second_passed)
					if (second_passed) tenths_counter <= 9;
					else tenths_counter <= tenths_counter - 1;	
			end
end
reg [3:0] seconds_counter = 4'd0;
wire ten_seconds_passed =count?((seconds_counter == 4'd9) & second_passed):((seconds_counter == 4'd0) & second_passed);
always @(posedge CLOCK_50 or posedge reset) 
begin
	if (reset) seconds_counter <= 0;
	else if(count)
			begin
				if (second_passed)
					if (ten_seconds_passed) seconds_counter <= 0;
					else seconds_counter <= seconds_counter + 1;
			end
			else if(~count)
			begin
				if (second_passed)
					if (ten_seconds_passed) seconds_counter <= 9;
					else seconds_counter <= seconds_counter - 1;
			end
end
reg [3:0] ten_seconds_counter = 4'd0;
always @(posedge CLOCK_50 or posedge reset) 
begin
	if (reset) ten_seconds_counter <= 0;
	else if(count)
			begin
				if (ten_seconds_passed)
					if (ten_seconds_counter == 4'd9) ten_seconds_counter <= 0;
					else ten_seconds_counter <= ten_seconds_counter + 1;
			end
			else if(~count)
			begin
				if (ten_seconds_passed)
					if (ten_seconds_counter == 4'd0) ten_seconds_counter <= 9;
					else ten_seconds_counter <= ten_seconds_counter - 1;
			end
end
always @(*) 
begin
	case (hundredths_counter)
		8'h0: HEX0 = 7'b1000000; 
		8'h1: HEX0 = 7'b1111001; 
		8'h2: HEX0 = 7'b0100100; 
		8'h3: HEX0 = 7'b0110000; 
		8'h4: HEX0 = 7'b0011001; 
		8'h5: HEX0 = 7'b0010010; 
		8'h6: HEX0 = 7'b0000010; 
		8'h7: HEX0 = 7'b1111000; 
		8'h8: HEX0 = 7'b0000000; 
		8'h9: HEX0 = 7'b0010000; 
		default: HEX0 = 7'b1111111;
	endcase
end
always @(*) 
begin
	case (tenths_counter)
		8'h0: HEX1 = 7'b1000000; 
		8'h1: HEX1 = 7'b1111001; 
		8'h2: HEX1 = 7'b0100100; 
		8'h3: HEX1 = 7'b0110000; 
		8'h4: HEX1 = 7'b0011001; 
		8'h5: HEX1 = 7'b0010010; 
		8'h6: HEX1 = 7'b0000010; 
		8'h7: HEX1 = 7'b1111000; 
		8'h8: HEX1 = 7'b0000000; 
		8'h9: HEX1 = 7'b0010000; 
		default: HEX1 = 7'b1111111;
	endcase
end
always @(*) 
begin
	case (seconds_counter)
		8'h0: HEX2 = 7'b1000000; 
		8'h1: HEX2 = 7'b1111001; 
		8'h2: HEX2 = 7'b0100100; 
		8'h3: HEX2 = 7'b0110000; 
		8'h4: HEX2 = 7'b0011001; 
		8'h5: HEX2 = 7'b0010010; 
		8'h6: HEX2 = 7'b0000010; 
		8'h7: HEX2 = 7'b1111000; 
		8'h8: HEX2 = 7'b0000000; 
		8'h9: HEX2 = 7'b0010000; 
		default: HEX2 = 7'b1111111;
	endcase
end
always @(*) 
begin
	case (ten_seconds_counter)
		8'h0: HEX3 = 7'b1000000; 
		8'h1: HEX3 = 7'b1111001; 
		8'h2: HEX3 = 7'b0100100; 
		8'h3: HEX3 = 7'b0110000; 
		8'h4: HEX3 = 7'b0011001; 
		8'h5: HEX3 = 7'b0010010; 
		8'h6: HEX3 = 7'b0000010; 
		8'h7: HEX3 = 7'b1111000; 
		8'h8: HEX3 = 7'b0000000; 
		8'h9: HEX3 = 7'b0010000; 
		default: HEX3 = 7'b1111111;
	endcase
end
endmodule
==> flow/run.sh <==
#!/bin/bash
# OpenROAD 26Q1-2900-gdf79404cd8, Yosys 0.63+post, stock flow scripts
make -C /OpenROAD-flow-scripts/flow DESIGN_CONFIG=/design/flow/config.mk WORK_HOME=/design/flow/orfs finish
==> flow/config.mk <==
export PLATFORM = sky130hd
export DESIGN_NAME = lab3
export DESIGN_NICKNAME = lab3
export VERILOG_FILES = /design/flow/design.v
export SDC_FILE = /design/flow/constraint.sdc
export NUM_CORES = 4
export LEC_CHECK = 1
export CORE_UTILIZATION = 50
==> flow/constraint.sdc <==
current_design lab3

set clk_period 4.1
set clk_io_pct 0.2

create_clock -name clk0 -period $clk_period [get_ports {CLOCK_50}]

set non_clock_inputs [all_inputs -no_clocks]
set_input_delay [expr $clk_period * $clk_io_pct] -clock clk0 $non_clock_inputs
set_output_delay [expr $clk_period * $clk_io_pct] -clock clk0 [all_outputs]
==> out/metrics.csv <==
metric;value;unit
diodes inserted;0;
CP required;4270;ps
Clock Power Share;24.2;%
share of cells above drive strength 1;6.22;%
Synth area leader;dfrtp_1;
clock buffer depth;2;
P_sw;0.409;mW
final critical path time including I/O delays and setup;3020;ps
power density cells;270;mW/mm2
final total power;1.10;mW
maxcap violations;0;
WP data arrival;3190;ps
# Cells Yosys;483;
setup TNS;0;ps
Area leader share;24.0;%
area grow syn2layout;11.2;%
Chip Area, Yosys;0.00366;mm2
GRT Util Overall;25.7;%
outcome;complete, no violations;
vias per cell;6.04;
routed wire length;9.16;mm
tool warning count;53;
CTS tree;built;
Setup CP Type;reg -> reg;
cts hold-fix bufs;0;
die area;0.00766;mm2
Seq share, synth;25.6;%
Startpoint Class;flip-flop;
Leak;1.54;nW
worst min path class;reg -> async;
iteration-0 DRC count of the detailed router;285;
Internal;0.688;mW
nature of the critical path endpoint;flip-flop;
Syn. warnings;11;
DR vias;3587;
Initial Utilization;52.6;%
total CTS buffers;5;
asr flop ratio synth;92.1;%
post_cts resized;0;
crit path to;tenths_counter[3]$_DFFE_PP0N_;
worst skew pair latency;290;ps
antenna violations before repair;0;
Root Buffer;clkbuf_8;
overflow left after global routing;0;
R2R cell count;6;
row count;30;
DIE WIDTH;87.5;um
CP Max Fanout;11;
Synth Instances;483;
Dominant Register Cell;dfrtp_1;
Setup-failing EPs final;0;
Final Hold Fails;0;
switching portion of total power;37.3;%
Worst Setup SP;pulse_counter[15]$_DFFE_PP0P_;
RSZ-0062 raised after global routing;false;
Flop pwr share;49.1;%
worst-margin pin slew;911;ps
Reg clk slew, reported paths;70;ps
fmax;0.331;GHz
input/output buffers;31;
hpwl dp;6.42;mm
Slew headroom;38.8;%
Routability Congestion;0.938;
Placeable Area;0.00694;mm2
largest net degree at the start of global routing;41;
vias in the first global route;3037;
max-slew violations;0;
Pre-Repair DR Iteration Count;5;
Fin Clk Skew;8.12;ps
Post-synth EDFFs;0;
Post-synth regs;38;
period utilization;73.8;%
CTS H-tree lvls;2;
Num Clock Sinks;38;
Die Y-Extent;87.5;um
Max rail drop VDD;0.000199;V
Final ANT Viol Nets;0;
I/O pins;52;
Post-Syn Area;0.00366;mm2
postcts setup bufs;0;
Mapped Avg Cell Area;7.57;um2
FF-to-FF Start;pulse_counter[15]$_DFFE_PP0P_;
flop2flop setup slack;1080;ps
first-pass GRT wire length;15.4;mm
Netlist cell types;72;
DRC errors left;0;
FF-to-FF End;tenths_counter[3]$_DFFE_PP0N_;
Logic pwr share;26.6;%
routed length per instance;15.4;um
Cell area leaders;dfrtp_1, ha_1, o21ai_0, a21oi_1, nor2_1;
==> registers in the layout, summed over array words and instances (netlist names) <==
register             cells
seconds_counter          4
hundredths_counter       4
pulse_counter           19
ten_seconds_counter      4
tenths_counter           4
reset_sync               3
==> how the worst min path moves through the flow <==
stage         slack, ps  depth (start not counted)                           end                  start
CTS                 330                          0         reset_sync[1]$_DFF_P_  reset_sync[0]$_DFF_P_
global route        340                          0         reset_sync[1]$_DFF_P_  reset_sync[0]$_DFF_P_
finish              330                          2  pulse_counter[4]$_DFFE_PP0P_  reset_sync[1]$_DFF_P_
==> worst max-delay path: stages (launching register included) <==
cell and delay [ps]:
dfrtp_1 510, nor4_1 530, nand2_1 350, o21ai_1 800, nand2_1 400, nor3_1 270
a21oi_1 60
==> area by class of cell <==
class,count,area (um2)
clock buffer,7,86.3
clock inverter,1,5.00
fill,643,2880
inverter,21,78.8
multi-input combinational,394,2480
sequential,38,936
tap,96,120
timing repair buffer,37,355
==> synthesized netlist by cell type (3+ instances only) <==
cell type and n:
a22o_1 3, or2_2 4, nor3_1 16, ha_1 25
dfrtp_1 35, inv_1 18, and2_1 4, or4_4 3
nand2b_1 8, or3_1 5, a21oi_1 34, xor2_1 7
and4_1 3, o211ai_1 8, a21o_1 3, nand4_1 9
o21ai_1 16, o22ai_1 10, buf_4 10, nor4_1 7
nand2_1 41, o21a_1 5, dfxtp_1 3, nand3b_1 3
buf_1 5, nor2_1 43, clkbuf_1 22, o41ai_1 3
a31oi_1 17, o31ai_1 3, nand3_1 18, mux2i_1 3
o21ai_0 35, xnor2_1 5
==> layer usage <==
layer / track usage (%) / wire [um] / vias up
met5: 0 / 0 / -
met4: 3.58 / 92 / 0
met3: 3.65 / 617 / 10
met2: 37.4 / 4000 / 122
met1: 42.2 / 4450 / 1656
li1: - / - / 1799
==> metrics by stage <==
stage	setup slack, ps	hold WS (ps)	instance area, um2	utilization, %	instances
after floorplan	1550	310	3690	-	492
after global placement	911	316	3980	57.2	586
after detailed placement	897	315	3980	57.2	586
after CTS	1140	333	4070	58.6	594
after global routing	956	343	4070	58.6	594
final	1080	328	4070	58.6	594
==> placed cells by master, fill, tap and decap left out, types with 5 or more instances in the layout <==
cell type | Yosys | layout
a21oi_1 | 34 | 34
a31oi_1 | 17 | 17
buf_4 | 10 | 6
clkbuf_8 | 0 | 6
clkdlybuf4s50_1 | 0 | 31
conb_1 | 1 | 10
dfrtp_1 | 35 | 35
ha_1 | 25 | 25
inv_1 | 18 | 18
nand2_1 | 41 | 41
nand2b_1 | 8 | 7
nand3_1 | 18 | 18
nand4_1 | 9 | 9
nor2_1 | 43 | 43
nor3_1 | 16 | 16
nor4_1 | 7 | 7
o211ai_1 | 8 | 8
o21a_1 | 5 | 5
o21ai_0 | 35 | 35
o21ai_1 | 16 | 16
o22ai_1 | 10 | 10
or3_1 | 5 | 5
xnor2_1 | 5 | 5
xor2_1 | 7 | 7
==> cell families after synthesis <==
| group | synth area share (%) |
|---|---|
| simple gates | 26.5 |
| fa+ha+maj | 8.56 |
| flops | 25.6 |
| mux | 1.13 |
| buf+inv | 7.43 |
| other cells | 0.103 |
| xor+xnor | 2.87 |
| compound gates | 27.8 |
==> power by group through the flow <==
stage | clock network, mW | logic (mW) | registers (mW)
6_report | 0.266 | 0.292 | 0.539
5_1_grt | 0.287 | 0.328 | 0.551
4_1_cts | 0.274 | 0.290 | 0.535
No activity file was given, so power comes from the tool's default toggle rates.
