## config.mk

```make
export PLATFORM = sky130hd
export DESIGN_NAME = lab2
export DESIGN_NICKNAME = lab2
export VERILOG_FILES = /design/flow/design.v
export SDC_FILE = /design/flow/constraint.sdc
export NUM_CORES = 4
export LEC_CHECK = 1
export CORE_UTILIZATION = 40
```

## constraint.sdc

```tcl
current_design lab2

set clk_period 1.0
set clk_io_pct 0.2

create_clock -name clk0 -period $clk_period [get_ports {CLK50}]

set non_clock_inputs [all_inputs -no_clocks]
set_input_delay [expr $clk_period * $clk_io_pct] -clock clk0 $non_clock_inputs
set_output_delay [expr $clk_period * $clk_io_pct] -clock clk0 [all_outputs]
```

## design.v

```verilog
module lab2 (
	input CLK50,
	input  [1:0] KEY,
	input  [9:0] SW,
	output [6:0] HEX0,HEX1,
	output [9:0] LEDR
);
reg [2:0] button1_syncroniser, button2_syncroniser;
wire sbutton1, button2;
always @(posedge CLK50) begin
	button1_syncroniser[0] <= KEY[0];
	button1_syncroniser[1] <= button1_syncroniser[0];
	button1_syncroniser[2] <= button1_syncroniser[1];
end
assign sbutton1 = (~button1_syncroniser[2] & button1_syncroniser[1]);
 always @(posedge CLK50) begin
	button2_syncroniser[0] <= KEY[1];
	button2_syncroniser[1] <= button2_syncroniser[0];
	button2_syncroniser[2] <= button2_syncroniser[1];
end
assign button2 = (~button2_syncroniser[2] & button2_syncroniser[1]);
wire button1;
assign button1 = (~button2 & sbutton1);
reg [9:0] tencount;
always @(posedge CLK50 or posedge button2) begin
	if (button2) tencount <= 0;
	else if (button1) tencount <= SW;
end
reg sw_event;
always @(SW) begin
	if ((SW>10'd10)&(SW<10'd20)) sw_event <= 1'b1;
	else sw_event <= 1'b0;
end
reg [7:0] counter;
always @(posedge button1 or posedge button2) begin
	if (button2) counter <= 0;
	else if (sw_event) counter <= counter + 1;
end
reg [7:0] fhex1,fhex2;
reg [6:0] HEXX1,HEXX0;
always @(counter)
begin
	fhex1 = (counter >> 4);
	fhex2 = (counter-(fhex1 << 4));
	case (fhex1)
		8'h0 : HEXX0 = 7'b1000000;
		8'h1 : HEXX0 = 7'b0110000;
		8'h2 : HEXX0 = 7'b1101101;
		8'h3 : HEXX0 = 7'b1111001;
		8'h3 : HEXX0 = 7'b1111001;
		8'h4 : HEXX0 = 7'b0110011;
		8'h5 : HEXX0 = 7'b1011011;
		8'h6 : HEXX0 = 7'b1011111;
		8'h7 : HEXX0 = 7'b1110000;
		8'h8 : HEXX0 = 7'b1111111;
		8'h9 : HEXX0 = 7'b1111011;
		8'hA : HEXX0 = 7'b1110111;
		8'hB : HEXX0 = 7'b0011111;
		8'hC : HEXX0 = 7'b1001110;
		8'hD : HEXX0 = 7'b0111101;
		8'hE : HEXX0 = 7'b1001111;
		8'hF : HEXX0 = 7'b1000111;
	endcase
	case (fhex2)
		8'h0 : HEXX1 = 7'b1000000;
		8'h1 : HEXX1 = 7'b0110000;
		8'h2 : HEXX1 = 7'b1101101;
		8'h3 : HEXX1 = 7'b1111001;
		8'h3 : HEXX1 = 7'b1111001;
		8'h4 : HEXX1 = 7'b0110011;
		8'h5 : HEXX1 = 7'b1011011;
		8'h6 : HEXX1 = 7'b1011111;
		8'h7 : HEXX1 = 7'b1110000;
		8'h8 : HEXX1 = 7'b1111111;
		8'h9 : HEXX1 = 7'b1111011;
		8'hA : HEXX1 = 7'b1110111;
		8'hB : HEXX1 = 7'b0011111;
		8'hC : HEXX1 = 7'b1001110;
		8'hD : HEXX1 = 7'b0111101;
		8'hE : HEXX1 = 7'b1001111;
		8'hF : HEXX1 = 7'b1000111;
	endcase		
end
assign HEX0=HEXX0;
assign HEX1=HEXX1;
assign LEDR=(~tencount);
endmodule
```

## run.sh

```bash
#!/bin/bash
# OpenROAD 26Q1-2900-gdf79404cd8, Yosys 0.63+post, stock flow scripts
make -C /OpenROAD-flow-scripts/flow DESIGN_CONFIG=/design/flow/config.mk WORK_HOME=/design/flow/orfs finish
```

==> notes.md <==
Implementation numbers.

- In this run the worst path has a maximum fanout of 21.
- At the floorplan stage, the core utilization is reported as 42.4%.
- The routed design shows a via density per instance of 4.71.
- In the CTS report, the clock slew at the register clock pins of the worst setup and hold paths is listed as 0.06 ns.
- Dividing the final minimum period by the clock period gives 103%.
- Clock tree synthesis inserted a total of 3 buffers.
- The via count is 1261.
- For this run, the detailed router's first-pass iteration total came to 6.
- The number of max-cap violations is 0.
- The final timing report counts setup violations totalling 10.
- The placement report lists the number of port buffers as 36.
- For this run, the script counts the antenna cells in the layout as 0.
- The critical path startpoint category is a flip-flop.
- The share of post-route cells with drive strength above 1 is 16.8%.
- After clock tree synthesis, the flow added hold-fix buffers numbering 0.
- The critical path's top delay family is simple AND/OR/NAND/NOR gates.
- The number of primary I/O pins is 37.
- Per the synth stats, the proportion of register bits with asynchronous set or reset is 47.4%.
- The area overhead of the layout relative to synthesis is 30.8%.
- The run finished, with violations left.
- The chip area estimate from yosys synthesis is 1580 um2.
- The timer found 22 register pins that no clock reaches; their paths are not timed.
- The number of levels the H-tree was split into is 1.
- The maximum clock path buffer count is 2.
- The placement summary gives the final routability congestion estimate as 0.792.
- Yosys reported a register bit count of 38.
- The met1 track demand over resource is 23.9%.
- The sort of element at the end of the critical path is a flip-flop.
- The leakage component of the power was reported as 0.939 nW.
- Per the GRT congestion report, total overflow comes to 0.
- Per the post-place timing report, worst setup slack is -0.0789 ns.
- The maximum number of pins on one net before global-route repair is 22.
- The worst path arrival time is 1.16 ns.
- The final reports fail on setup timing.
- The report lists the cells along the critical path as nand2b_4, and3b_2, buf_12, nand2_1, o21ai_1.
- The number of buffer and inverter instances along the worst setup path is 1.
- The layer with the highest usage after global routing is met2.
- The maximum clock frequency is 975 MHz.
- The number of antenna violations at the first check in global routing is 0.
- The placement stage leaves a total instance area of 2040 um2.
- The total instance count after detailed placement is 262.
- The data required time of the worst path is 1.13 ns.
- The root cell of the clock tree is clkbuf_8.
- The wire length of the first global-routing pass is 5050 um.
- The number of warnings printed during yosys synthesis is 1.
- The total DRC errors in the routed layout is 0.
- The final power report lists total power as 1.66 mW.
- The top cell type by instance count after synthesis is dfrtp_1.
- The total number of warnings across the stage logs is 31.
- The largest individual stage delay along the critical path comes from the cell dfxtp_1.
- Counting pins that exceed their max-slew limit in the final report gives 0.
- The source-to-sink clock delay at the later pin of the worst-skew pair is 0.24 ns.
- The post-synthesis cell count is 177.
- Cells fill 55.5% of the core in the end.
- By startpoint and endpoint, the worst setup path is classified as reg -> reg.
- Setup repair after global routing could not meet its margin everywhere.
- The vertical die dimension reported for this design is 64.8 um.
- The post-synth tally of flip-flops with integrated enable is 0.
- Dividing the detail-routed wire length by the instance count gives 10.2 um.
- The min-delay analysis places its worst path in the category reg -> async.
- The smallest setup slack after layout is -0.0256 ns.
- The routed design could run at a clock period as short as 1.03 ns.
- TritonCTS built the clock tree.
- The peak supply drop is 1.01 mV.
- The die width is 64.8 um.
- Between clock sinks in the finished design, the worst skew comes to 0.00343 ns.
- The dominant register cell in the synthesized netlist is dfrtp_1.
- By area the synthesized netlist is led by dfrtp_1 (29%), dlxtn_1 (13%), dfxtp_1 (7.6%).
- After detailed routing, the total wire length is 2730 um.
- The count of placed standard cells in the final layout, fillers left out is 268.
- The post-synthesis average cell area is 8.90 um2.
- The cell count in the Yosys report is 177.
- The remaining number of nets flagged by the antenna check after routing is 0.
- The mapped netlist covers 1580 um2.
- 36 endpoints have no timing constraint.
- The final hold violation count is 0.
- Global routing used 15.2% of the available tracks across all layers.
- The finished cells cover 2060 um2.
- The number of global-route vias before repair is 1185.
- The global-route track usage on met2 is 24.7%.
- The share of Yosys cell area claimed by the top area cell type is 28.6%.
- The count of routing violations after the opening detailed-route iteration is 91.
- By count the netlist is led by dfrtp_1 (18), nand2_1 (17), inv_1 (15).
- The critical path's largest stage delay is 0.29 ns.
- The core outline area is 3720 um2.
- The half-perimeter wire length after placement is 2040 um.
- The met3 usage is 1.07%.
- The site row count is 22.
- The chip occupies 4190 um2.
- Per the synthesis report, the number of distinct cell types is 40.
- Dividing total power by cell area gives a power density of 807 nW/um2.
- The cell type that accounts for the most area after synthesis is dfrtp_1.
## routing by layer
layer	up-vias	wire [um]
met5	-	0
met3	0	101
met1	562	1430
li1	667	-
met4	0	0
met2	32	1200
## path summary, 6_finish.rpt
| path | slack [ns] | endpoint | cells after the start | from |
|---|---|---|---|---|
| hold / removal | 0.26 | tencount[4]$_DFFE_PP0P_ | 2 | button2_syncroniser[1]$_DFF_P_ |
| setup / recovery | -0.03 | tencount[9]$_DFFE_PP0P_ | 5 | button2_syncroniser[2]$_DFF_P_ |
| setup reg to reg | -0.03 | tencount[9]$_DFFE_PP0P_ | 5 | button2_syncroniser[2]$_DFF_P_ |
| hold reg to reg | 0.26 | tencount[4]$_DFFE_PP0P_ | 2 | button2_syncroniser[1]$_DFF_P_ |
| max in group asynchronous | 0.53 | tencount[2]$_DFFE_PP0P_ | 2 | button2_syncroniser[2]$_DFF_P_ |
| min in group clk0 | 0.33 | button2_syncroniser[1]$_DFF_P_ | 0 | button2_syncroniser[0]$_DFF_P_ |
## per-stage QoR
| stage | TNS [ns] | hold slack [ns] |
|---|---|---|
| after global placement | -0.676 | 0.268 |
| final | -0.154 | 0.258 |
| after floorplan | -1.29 | 0.143 |
| after CTS | -0.128 | 0.269 |
| after global routing | -0.837 | 0.298 |
| after detailed placement | -0.747 | 0.280 |
## kinds of logic (layout without fill, tap and decap cells)
group                    count (synthesis)  after routing  share of synthesized area [%]
multiplexers                             2              2                           1.59
other                                    1              7                          0.238
flip-flops                              24             24                           36.2
buffers and inverters                   25             62                           5.96
XOR/XNOR                                 8              8                           4.45
adder cells (fa/ha/maj)                  4              4                           3.18
latches                                 14             14                           13.3
AND/OR/NAND/NOR                         62             62                           21.0
AND-OR/OR-AND                           37             37                           14.1
## worst min-delay path: cells and delay by family, from the launching register on
kind / cells / cell delay (ns)
DFF: 1 / 0.33
buffers and inverters: 1 / 0.24
and+or+nand+nor: 1 / 0.06
## sequential cells by signal (all words and copies together), names as in the netlist
signal,cells
tencount,10
counter,8
HEXX0,7
HEXX1,7
button1_syncroniser,3
button2_syncroniser,3
## repair_timing
item	4_1_cts	5_1_grt
cloned	0	0
endpoints found under the setup margin	20	13
gates resized	35	8
setup buffers	2	0
## power by group
part | switching (mW) | total [mW] | internal [mW]
sequential | 0.0315 | 0.787 | 0.756
clock | 0.209 | 0.558 | 0.349
combinational | 0.139 | 0.319 | 0.180
## layout make-up
cell class / instances / area [um2]
fillers: 328 / 1660
flip-flops and latches: 38 / 782
multi-input cells: 120 / 732
repair buffers: 43 / 375
well taps: 48 / 60.1
inverters: 15 / 56.3
clock buffers: 4 / 55.1
## cells in the final DEF, fill, tap and decap left out, drive strengths merged, types with 6 or more instances in the layout
cell	instances
clkdlybuf4s50	26
dfrtp	18
nand2	18
buf	17
nor2	15
inv	15
dlxtn	14
o21ai	13
a21oi	12
xnor2	8
conb	7
nor3	6
nand2b	6
dfxtp	6
Power is estimated from default activity; no workload was simulated.
